<file path="flow/design.v">
module BE (
    input [1:0] Addr,
    input [2:0] BE_sel,
    output reg [3:0] Membe,
    output Sign
);
    assign Sign = BE_sel[2];
    always @(*) begin
        Membe = 4'b0000;
        case (BE_sel[1:0])
            2'b00: Membe = 4'b1111;
            2'b01: Membe[Addr] = 1'b1;
            2'b10: begin
                if (Addr)
                    Membe[3:2] = 2'b11;
                else
                    Membe[1:0] = 2'b11;
            end
        endcase
    end
endmodule
</file>
<file path="flow/run.sh">
#!/bin/bash
# OpenROAD 26Q1-2900-gdf79404cd8, Yosys 0.63+post, stock flow scripts
make -C /OpenROAD-flow-scripts/flow DESIGN_CONFIG=/design/flow/config.mk WORK_HOME=/design/flow/orfs finish
</file>
<file path="flow/config.mk">
export PLATFORM = sky130hd
export DESIGN_NAME = BE
export DESIGN_NICKNAME = BE
export VERILOG_FILES = /design/flow/design.v
export SDC_FILE = /design/flow/constraint.sdc
export NUM_CORES = 4
export LEC_CHECK = 1
export CORE_AREA = 10 10 70 70
export DIE_AREA = 0 0 80 80
</file>
<file path="flow/constraint.sdc">
current_design BE

set clk_period 1.0
set clk_io_pct 0.2

create_clock -name clk0 -period $clk_period

set non_clock_inputs [all_inputs -no_clocks]
set_input_delay [expr $clk_period * $clk_io_pct] -clock clk0 $non_clock_inputs
set_output_delay [expr $clk_period * $clk_io_pct] -clock clk0 [all_outputs]
</file>
==> Changelog: implementation <==
### Implementation results

* Status: completed
* Final setup violation count at 0
* Core area at roughly 3400 µm²
* Cell area leaders: o21ai_0 16%, mux2_4 16%, o22ai_2 14%, a21oi_1 11%, o22a_2 11%
* Crit path buffers/inverters at 2
* Hold depth at 0
* OpenROAD warnings at 33
* Seq share, synth at 0
* Chip area at around 6400 µm²
* Worst Path Max Fanout at 3
* Post-route insts no fill at between 60 and 70
* Clock buffers at 0
* Measured slew at the worst slew-check pin at 118 ps
* Clock network power share at 0
* Worst min path class: in -> out
* Yosys cell types at 10
* LEAKAGE at roughly 0.00009 µW
* Flop count at 0
* Routed WL per cell at ~5.6 µm
* Routed wl met3 at about 43 µm
* First-iteration detailed-routing DRC count at 1
* DR vias/cell at between 1.5 and 2
* Rel. slew slack at 0.921
* Fin crit period at 974 ps
* Die span in y at around 80 µm
* CP required at about 800 ps
* ANT cells at 0
* Post-DRT Antenna Nets at 0
* Finished layout cell area at ~230 µm²
* Critical Path AT at just under 800 ps
* Placed cells at roughly 69
* Max-slew violations at 0
* Top-count cell post-synth: o21ai_0
* Vias in the first global route at between 100 and 150
* Register area at 0 µm²
* Total wire length at 388 µm
* Final hold violation count at 0
* Synthesis area per yosys at about 91 µm²
* Row cnt at 21
* First-pass DRT Iterations at 2
* Tot GR Track Use at 0.0109
* RSZ-0062 raised after global routing: true
* Met2 WL at 162 µm
* DR top layer: met3
* Synthesized cell area at ~91 µm²
* Register share of total power at 0
* Init Core Util at 0.0267
* Critical path's slowest cell: mux2_4
* FMAX at roughly 1.0 GHz
* Logic cell area at between 80 and 90 µm²
* First-pass GRT wire length at 586 µm
* NetSw at 30.5 µW
* Comb pwr share at 1.000
* Metal-1 WL at approximately 180 µm
* Avg Synthesized Cell Area at 7.03 µm²
* Hold_ws at roughly 400 ps
* Critical path class: in -> out
* Hold Crit Start: BE_sel[2]
* CP Launch Type: input pin
* Switching Share at 0.376
* Largest delay share family, worst path: multiplexers
* Worst path max stage delay at between 200 and 300 ps
* Synth cell count leaders: 3 x o21ai_0, 2 x a21oi_1
* Vias after detailed routing at 135
* Yosys warning tally at 1
* Initial antenna violation count at 0
* Tcrit/Tclk final at 0.974
* I/O pins at 10
* WHS Endpoint: Sign
* Cell internal pwr at between 50 and 60 µW
* DIE WIDTH at ~80 µm
* RePlAce Congestion at 0.731
* Largest net degree at the start of global routing at 9
* Yosys cell count at 13
* Area grow syn2layout at 156%
* I/O Buffers at 8
* Cell count after synthesis at 13
* # DRC at 0
* Layout fillers at ~400
* Worst path cell trace: buf_8 > mux2_4 > o22ai_2 > buf_2
* Top cell area share at 0.164
* Cell accounting for the most synthesized area: o21ai_0
* Pwr Density at approximately 350 nW/µm²
* Power Total at approximately 81 µW
* Placed inst area at about 240 µm²
* Share of layout cells above drive strength 1 at 0.696
* Worst Setup End Kind: output pin
* Postcts setup bufs at 0
* Maximum VDD drop at between 30 and 40 µV
* Max_cap viols at 0
* GR Overflow Total at 0
-- worst max path at each step --
stage                 startpoint  endpoint  cells after the start
after global routing     Addr[0]  Membe[1]                      4
final                    Addr[0]  Membe[1]                      4
after CTS              BE_sel[0]  Membe[1]                      4
-- placed cells by master, fill, tap and decap left out --
cell type,n
o22a_2,1
mux2_4,1
o21a_1,1
inv_1,1
nor2b_1,1
nand2_1,1
a21oi_1,1
o22ai_2,1
buf_8,1
buf_6,2
o21ai_2,1
o21ai_1,2
a21oi_2,1
buf_2,5
buf_4,3
-- cell type report --
cell class | count | area share
well taps | 46 | 0.246
repair buffers | 11 | 0.364
inverters | 1 | 0.0160
multi-input cells | 11 | 0.374
-- power by group through the flow --
stage | clock (µW) | sequential (µW) | combinational, µW
global route | 0 | 0 | 90.2
finish | 0 | 0 | 81.1
CTS | 0 | 0 | 74.8
-- stage by stage --
stage,setup WS [ps],util,TNS (ps)
6_report,26.3,0.0685,0
3_3_place_gp,-834,0.0714,-3230
4_1_cts,4.37,0.0634,0
5_1_grt,-9.00,0.0685,-16.1
3_5_place_dp,-827,0.0714,-3210
2_1_floorplan,244,-,0
-- metal layers --
| layer | vias up | GRT usage |
|---|---|---|
| met5 | - | 0 |
| met4 | 0 | 0 |
| met3 | 0 | 0.00341 |
| met2 | 6 | 0.0185 |
| met1 | 61 | 0.0138 |
| li1 | 68 | - |
-- kinds of logic after synthesis --
family | synth area share
compound gates | 0.603
buf+inv | 0.123
mux | 0.164
simple gates | 0.110
-- what timing repair did --
item                                   CTS  global route
resized                                 35             6
setup endpoints to repair                4             2
hold buffers                             0             0
endpoints found under the hold margin    0             0
pin swaps                                2             0
Power is estimated from default activity; no workload was simulated.
